$ cat ./config.mk
export PLATFORM = sky130hd
export DESIGN_NAME = ripple_carry_adder
export DESIGN_NICKNAME = ripple_carry_adder
export VERILOG_FILES = /design/flow/design.v
export SDC_FILE = /design/flow/constraint.sdc
export NUM_CORES = 4
export LEC_CHECK = 1
export CORE_AREA = 10 10 70 70
export DIE_AREA = 0 0 80 80
$ cat ./constraint.sdc
current_design ripple_carry_adder

set clk_period 3.8
set clk_io_pct 0.2

create_clock -name clk0 -period $clk_period

set non_clock_inputs [all_inputs -no_clocks]
set_input_delay [expr $clk_period * $clk_io_pct] -clock clk0 $non_clock_inputs
set_output_delay [expr $clk_period * $clk_io_pct] -clock clk0 [all_outputs]
$ cat ./design.v
module full_adder(a,b,cin,sum,carry);
input a,b,cin;
output sum,carry;
assign sum=a^b^cin;
assign carry=(a&b)|(b&cin)|(cin&a);
endmodule
module ripple_carry_adder(input [3:0]a,b,input cin, output [3:0]sum,output c4);
wire c1,c2,c3;
full_adder fa0(a[0],b[0],cin,sum[0],c1);
full_adder fa1(a[1],b[1],c1,sum[1],c2);
full_adder fa2(a[2],b[2],c2,sum[2],c3);
full_adder fa3(a[3],b[3],c3,sum[3],c4);
endmodule
$ cat ./run.sh
#!/bin/bash
# OpenROAD 26Q1-2900-gdf79404cd8, Yosys 0.63+post, stock flow scripts
make -C /OpenROAD-flow-scripts/flow DESIGN_CONFIG=/design/flow/config.mk WORK_HOME=/design/flow/orfs finish
==> flow_metrics.tcl <==
# implementation run metrics
set metrics [dict create \
    die_width_um 80 \
    power.leakage_nw 0.133 \
    synth_cell_type_count 3 \
    ios 14 \
    post-route-period-util_pct 95.9 \
    diodes 0 \
    clkbuf_count 0 \
    drt-total-wl_um 393 \
    grt_first_pass_wirelength_um 600 \
    min_to "sum[3]" \
    crit_path_start_kind "input pin" \
    synth.avg_cell_area_um2 8.20 \
    via_per_inst 1.57 \
    coreArea_um2 3420 \
    final_layout_size_suffix_gt1_share_pct 25.0 \
    period_minus_slack_ps 3640 \
    setup_violations 0 \
    cp.arrival_ps 2880 \
    fmax_ghz 0.274 \
    comb_area_um2 87.6 \
    row_count 21 \
    route.detailed.drc 0 \
    critPathRequiredTime_ps 3040 \
    ir_drop_mv 0.0275 \
    drv_cap 0 \
    post-route-util_pct 9.38 \
    first_global_vias 137 \
    hold_start "b[3]" \
    final_max_slew_viol_count 0 \
    worst_pin_slew_ps 97.7 \
    status "completed" \
    min_path_cells 5 \
    dieArea_um2 6400 \
    first_pass_iters 1 \
    relSlewSlack_pct 93.5 \
    netlist_area_um2 148 \
    power_density_nw_per_um2 114 \
    worstPathMaxFanout 1 \
    hold_ws_ps 2380 \
    die_h_um 80 \
    hp-class "input pin to output port" \
    crit_path_end_kind "output port" \
    drt_iter0_markers 0 \
    power_mw 0.0364 \
    grt_start_max_net_pins 2 \
    ys_seq_share_pct 0 \
    num_vias 116 \
    final_antenna_net_count 0 \
    hold_viol_final 0 \
    fin_cells 74 \
    grt.overflow.total 0 \
    synth-area-yosys_um2 148 \
    rsz0062_at_grt "no" \
    fill_cells 407 \
    regArea_um2 0 \
    fp_util_pct 4.32 \
    io_buffers 14 \
    fin_setup_tns_ps 0 \
    grt_antenna_before_repair 0 \
    dp_hpwl_um 387 \
    seq_cells 0 \
    ys_warn_count 0 \
    ys_cells 18 \
    syn_to_final_growth_pct 117 \
    crit_type "input pin to output port" \
    syn-instance-count 18 \
    wl_per_cell_um 5.31 \
    grt.total_usage_pct 1.18 \
    warnings 32 \
    placed_cells 74 \
    gp_congestion 0.746 \
    cts.hold.buffers_added 0 \
]
cell usage after synthesis:
cell type / instances / area (um2)
inv_1: 10 / 37.5
buf_4: 4 / 30.0
fa_1: 4 / 80.1
worst max-delay path by stage:
stage | startpoint | end | slack (ps) | cells past startpoint
6_report | cin | sum[3] | 160 | 10
5_1_grt | b[0] | sum[3] | 7 | 10
4_1_cts | b[0] | sum[3] | 100 | 10
where the power goes:
| group | leakage [nW] | switching (mW) | internal [mW] |
|---|---|---|---|
| registers | 0 | 0 | 0 |
| clock network | 0 | 0 | 0 |
| logic | 0.133 | 0.0108 | 0.0256 |
| total | 0.133 | 0.0108 | 0.0256 |
cell usage in the layout (no fill, tap or decap):
master / Yosys / final
inv_1: 10 / 6
fa_1: 4 / 1
dlygate4sd2_1: 0 / 2
inv_2: 0 / 4
clkdlybuf4s50_1: 0 / 12
fa_2: 0 / 3
cell families (layout without fill, tap and decap cells):
family	Yosys count	after routing	synth area share [%]
buf+inv	14	24	45.8
fa+ha+maj	4	4	54.2
routing by layer:
metal / wire [um] / up-vias / global-route usage, % / part of all wire, %
li1: - / 60 / - / -
met1: 217 / 42 / 2.00 / 55
met2: 62 / 14 / 1.04 / 16
met3: 113 / 0 / 0.909 / 29
met4: 0 / 0 / 0 / 0
met5: 0 / - / 0 / 0
through the flow:
stage,cell area [um2],setup WS (ps)
final,320,156
after global routing,320,7.16
after CTS,320,101
after detailed placement,315,-169
after global placement,315,-185
after floorplan,148,703
critical path, cell delays in order:
cell and delay [ps]:
clkdlybuf4s50_1 470, inv_2 40, fa_2 370, inv_2 60
fa_2 200, fa_2 200, inv_2 40, fa_1 490
inv_1 30, dlygate4sd2_1 230
layout make-up:
class                           count  share of cell area, %
Multi-Input combinational cell      4                   27.3
Inverter                           10                   11.7
Tap cell                           46                   18.0
Timing Repair Buffer               14                   43.0
what timing repair did:
action                                  4_1_cts  5_1_grt
endpoints found under the setup margin        2        1
setup buffers                                 0        0
pin swaps                                     4        1
gates resized                                 9        0
Power figures rest on the tool's default switching activity, not on a simulated workload.
