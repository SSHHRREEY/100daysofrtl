### /design/flow/run.sh
#!/bin/bash
# OpenROAD 26Q1-2900-gdf79404cd8, Yosys 0.63+post, stock flow scripts
make -C /OpenROAD-flow-scripts/flow DESIGN_CONFIG=/design/flow/config.mk WORK_HOME=/design/flow/orfs finish
### /design/flow/config.mk
export PLATFORM = sky130hd
export DESIGN_NAME = barrelshifter
export DESIGN_NICKNAME = barrelshifter
export VERILOG_FILES = /design/flow/design.v
export SDC_FILE = /design/flow/constraint.sdc
export NUM_CORES = 4
export LEC_CHECK = 1
export CORE_AREA = 10 10 70 70
export DIE_AREA = 0 0 80 80
### /design/flow/constraint.sdc
current_design barrelshifter

set clk_period 1.5
set clk_io_pct 0.2

create_clock -name clk0 -period $clk_period

set non_clock_inputs [all_inputs -no_clocks]
set_input_delay [expr $clk_period * $clk_io_pct] -clock clk0 $non_clock_inputs
set_output_delay [expr $clk_period * $clk_io_pct] -clock clk0 [all_outputs]
### /design/flow/design.v
module barrelshifter(in, ctrl, out);
  input  [7:0] in;
  input [2:0] ctrl;
  output [7:0] out;
  wire [7:0] x,y;
mux2X1  ins_17 (.in0(in[7]),.in1(1'b0),.sel(ctrl[2]),.out(x[7]));
mux2X1  ins_16 (.in0(in[6]),.in1(1'b0),.sel(ctrl[2]),.out(x[6]));
mux2X1  ins_15 (.in0(in[5]),.in1(1'b0),.sel(ctrl[2]),.out(x[5]));
mux2X1  ins_14 (.in0(in[4]),.in1(1'b0),.sel(ctrl[2]),.out(x[4]));
mux2X1  ins_13 (.in0(in[3]),.in1(in[7]),.sel(ctrl[2]),.out(x[3]));
mux2X1  ins_12 (.in0(in[2]),.in1(in[6]),.sel(ctrl[2]),.out(x[2]));
mux2X1  ins_11 (.in0(in[1]),.in1(in[5]),.sel(ctrl[2]),.out(x[1]));
mux2X1  ins_10 (.in0(in[0]),.in1(in[4]),.sel(ctrl[2]),.out(x[0]));
mux2X1  ins_27 (.in0(x[7]),.in1(1'b0),.sel(ctrl[1]),.out(y[7]));
mux2X1  ins_26 (.in0(x[6]),.in1(1'b0),.sel(ctrl[1]),.out(y[6]));
mux2X1  ins_25 (.in0(x[5]),.in1(x[7]),.sel(ctrl[1]),.out(y[5]));
mux2X1  ins_24 (.in0(x[4]),.in1(x[6]),.sel(ctrl[1]),.out(y[4]));
mux2X1  ins_23 (.in0(x[3]),.in1(x[5]),.sel(ctrl[1]),.out(y[3]));
mux2X1  ins_22 (.in0(x[2]),.in1(x[4]),.sel(ctrl[1]),.out(y[2]));
mux2X1  ins_21 (.in0(x[1]),.in1(x[3]),.sel(ctrl[1]),.out(y[1]));
mux2X1  ins_20 (.in0(x[0]),.in1(x[2]),.sel(ctrl[1]),.out(y[0]));
mux2X1  ins_07 (.in0(y[7]),.in1(1'b0),.sel(ctrl[0]),.out(out[7]));
mux2X1  ins_06 (.in0(y[6]),.in1(y[7]),.sel(ctrl[0]),.out(out[6]));
mux2X1  ins_05 (.in0(y[5]),.in1(y[6]),.sel(ctrl[0]),.out(out[5]));
mux2X1  ins_04 (.in0(y[4]),.in1(y[5]),.sel(ctrl[0]),.out(out[4]));
mux2X1  ins_03 (.in0(y[3]),.in1(y[4]),.sel(ctrl[0]),.out(out[3]));
mux2X1  ins_02 (.in0(y[2]),.in1(y[3]),.sel(ctrl[0]),.out(out[2]));
mux2X1  ins_01 (.in0(y[1]),.in1(y[2]),.sel(ctrl[0]),.out(out[1]));
mux2X1  ins_00 (.in0(y[0]),.in1(y[1]),.sel(ctrl[0]),.out(out[0]));
endmodule
module mux2X1( in0,in1,sel,out);
input in0,in1;
input sel;
output out;
assign out=(sel)?in1:in0;
endmodule
==> run_results.csv <==
group,metric,value,unit
outcome,status,"complete, no violations",
floorplanning,die_w,80,um
power,powerDensity,270,nW/um2
min_path,min_path_type,"in2out",
final_timing,finalSetupViolCount,0,
floorplanning,fp_util,9.16,%
power,peakVddDrop,40.4,uV
logic_synthesis,syn-instance-count,35,
job,maxCapViolCount,0,
final_layout,regArea,0,um2
final_layout,drive_gt1_share,63.6,%
setup_path,cp_top_family,"multiplexers",
min_path,hold_depth,3,
final_timing,rsz0062_at_grt,"yes",
logic_synthesis,synth.logic.top_family,"multiplexers",
final_layout,seq_cells,0,
global_route,grt_pass1_wl,1410,um
power,p_sw,0.0000528,W
final_timing,period_used_share,99.0,%
final_timing,drv_slew,0,
logic_synthesis,syn_area_per_cell,8.94,um2
final_timing,relSlewSlack,86.9,%
setup_path,critPathMaxFanout,7,
global_route,grt_max_degree,10,
logic_synthesis,synth_area,313,um2
final_timing,fmax,673,MHz
final_timing,tightest_slew,193,ps
logic_synthesis,yosys_warnings,0,
floorplanning,ioPinCount,19,
placed_design,gp_congestion,0.711,
power,leakage,0.277,nW
floorplanning,chipHeight,80,um
final_layout,syn_to_final_growth,75.6,%
logic_synthesis,synth-xor-area-share,0,%
setup_path,crit_chain,"buf_12, mux2_4, a2bb2oi_2, buf_4, mux2i_1, buf_2",
route,diodes,0,
power,p_clk_share,0,%
clocking,cts_hold_buf,0,
global_route,grt_use_total,2.54,%
min_path,worst_hold_startpoint,"ctrl[2]",
power,combPwrFrac,100.0,%
job,warning_count,34,
route,via_count,297,
setup_path,startpoint_type,"input port",
logic_synthesis,yosysSeqAreaShare,0,%
route,via_per_inst,2.94,
global_route,grt_remaining_overflow,0,
logic_synthesis,yosysUniqueCellTypes,14,
final_layout,fill_cells,387,
logic_synthesis,compound_area_share,8.80,%
route,routed_wl,906,um
floorplanning,die-area,6400,um2
route,avgRoutedWirePerCell,8.97,um
setup_path,critPathBufInv,3,
floorplanning,core,3420,um2
route,drt_first_iter_violations,7,
power,p_int,0.0000953,W
setup_path,path_class,"in2out",
power,seqPwrFrac,0,%
placed_design,io_buffers,19,
logic_synthesis,ys_sh_adder,0,%
route,first_pass_iters,2,
logic_synthesis,ys_cells,35,
final_layout,final_cell_mix,"11 x buf_4, 7 x buf_2, 6 x mux2_4, 6 x mux2i_1",
final_timing,fin_hold_ws,1070,ps
global_route,antenna_found_initial,0,
setup_path,cpPeakStageDelay,320,ps
setup_path,required,1200,ps
final_layout,layout_top_cell,"buf_4",
logic_synthesis,ys_area,313,um2
floorplanning,num_rows,21,
route,drc,0,
setup_path,crit_path_end_kind,"output port",
final_timing,fin_crit,1490,ps
logic_synthesis,synth.area.mux_share,56.0,%
power,power,0.000148,W
min_path,whs_endpoint,"out[5]",
power,p_sw_share,35.6,%
route,ant_nets,0,
setup_path,slowest_stage,"mux2_4",
final_timing,hold_viol_final,0,
global_route,grt_pass1_vias,318,
final_layout,clkbuf_count,0,
setup_path,arrival,1190,ps
logic_synthesis,simple_gate_share,10.0,%
==> cells in the mapped netlist (all sizes together) <==
cell type  count  area [um2]
buf            9        71.3
mux2i          8        92.6
mux2           6        82.6
nand2          2        7.51
nor2           2        7.51
nor3           2        10.0
o22ai          2        12.5
a2bb2oi        1        15.0
clkbuf         1        3.75
inv            1        3.75
nand2b         1        6.26
==> through the flow <==
stage | worst slack [ps] | utilization [%] | cells | TNS, ps | area, um2
floorplan | 110 | - | 35 | 0 | 313
global placement | -784 | 15.3 | 95 | -5690 | 523
detailed placement | -795 | 15.3 | 95 | -5730 | 523
CTS | -91.6 | 16.4 | 102 | -216 | 562
global route | -60.1 | 16.1 | 101 | -69.6 | 549
finish | 14.6 | 16.1 | 101 | 0 | 549
==> routing by layer <==
layer / GRT usage (%) / routed length [um]
met5: 0 / 0
met4: 0 / 0
met2: 4.82 / 458
met1: 3.03 / 369
met3: 0.455 / 78
==> what timing repair did <==
item,CTS,global route
gates resized,45,12
setup endpoints to repair,8,6
pin swaps,3,1
setup buffers,7,0
==> tightest hold or removal path, delay by kind of cell <==
kind	cells	cell delay [ps]
simple gates	1	70
buf+inv	2	400
==> cell families after synthesis <==
kind of cell,count (synthesis)
compound gates,3
buf+inv,11
mux,14
simple gates,7
==> power by group through the flow <==
stage / clock (W) / combinational (W) / sequential (W)
4_1_cts: 0 / 0.000152 / 0
5_1_grt: 0 / 0.000162 / 0
6_report: 0 / 0.000148 / 0
==> worst max path at each step <==
stage       start      to  slack [ps]  depth (start not counted)
4_1_cts     in[0]  out[0]         -90                          5
6_report  ctrl[1]  out[1]          10                          6
5_1_grt   ctrl[1]  out[1]         -60                          6
==> area by class of cell <==
class	count	area [um2]	share of cell area [%]
repair buffers	30	233	42.4
well taps	46	57.6	10.5
multi-input cells	24	255	46.5
inverters	1	3.75	0.683
No activity file was given, so power comes from the tool's default toggle rates.
