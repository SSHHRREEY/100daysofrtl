==> design.v <==
module priority_resolver(gnt_a,gnt_b,gnt_c,gnt_d,req_a,req_b,req_c,req_d,clk,rst);
   output reg gnt_a,gnt_b,gnt_c,gnt_d;
   input req_a,req_b,req_c,req_d;
   input clk,rst;
   parameter idle=3'b000;
   parameter GNTa=3'b001;
   parameter GNTb=3'b010;
   parameter GNTc=3'b011;
   parameter GNTd=3'b100;
   reg [2:0]  p_s,n_s;
   always @ (posedge clk)
     begin
    if(rst)
      p_s=idle;
    else
      p_s=n_s;
     end
   always @ (p_s,req_a,req_b,req_c,req_d)
     begin
    n_s=0;
    case (p_s)
      idle:begin
         if(req_a)
           n_s=GNTa;
         else if(req_b)
           n_s=GNTb;
         else if(req_c)
           n_s=GNTc;
         else if(req_d)
           n_s=GNTd;
         else
           n_s=idle;
      end 
        GNTa:begin
         if(req_a)
           n_s=GNTa;
         else
           n_s=idle;
      end
      GNTb:begin
         if(req_b)
           n_s=GNTc;
         else
           n_s=idle;
      end
      GNTc:begin
         if(req_c)
           n_s=GNTc;
         else
           n_s=idle;
      end
      GNTd:begin
         if(req_d)
           n_s=GNTa;
         else
           n_s=idle;
      end
    endcase 
     end
always @ (p_s)
  begin
     if(p_s==idle)
       begin
      gnt_a=0;
      gnt_b=0;
      gnt_c=0;
      gnt_d=0;
       end
     else if(p_s==GNTa)
       begin
      gnt_a=1;
      gnt_b=0;
      gnt_c=0;
      gnt_d=0;
       end
     else if(p_s==GNTb)
       begin
      gnt_a=0;
      gnt_b=1;
      gnt_c=0;
      gnt_d=0;
       end
     else if(p_s==GNTc)
       begin
      gnt_a=0;
      gnt_b=0;
      gnt_c=1;
      gnt_d=0;
       end
     else if(p_s==GNTd)
       begin
      gnt_a=0;
      gnt_b=0;
      gnt_c=0;
      gnt_d=1;
       end
  end 
endmodule 
==> run.sh <==
#!/bin/bash
# OpenROAD 26Q1-2900-gdf79404cd8, Yosys 0.63+post, stock flow scripts
make -C /OpenROAD-flow-scripts/flow DESIGN_CONFIG=/design/flow/config.mk WORK_HOME=/design/flow/orfs finish
==> config.mk <==
export PLATFORM = sky130hd
export DESIGN_NAME = priority_resolver
export DESIGN_NICKNAME = priority_resolver
export VERILOG_FILES = /design/flow/design.v
export SDC_FILE = /design/flow/constraint.sdc
export NUM_CORES = 4
export LEC_CHECK = 1
export CORE_AREA = 10 10 70 70
export DIE_AREA = 0 0 80 80
==> constraint.sdc <==
current_design priority_resolver

set clk_period 1.2
set clk_io_pct 0.2

create_clock -name clk0 -period $clk_period [get_ports {clk}]

set non_clock_inputs [all_inputs -no_clocks]
set_input_delay [expr $clk_period * $clk_io_pct] -clock clk0 $non_clock_inputs
set_output_delay [expr $clk_period * $clk_io_pct] -clock clk0 [all_outputs]
==> GITHUB_STEP_SUMMARY <==
## Synthesis and layout report

| Metric | Value |
|---|---|
| Crit share post-route | `91.2%` |
| Post-CTS setup buffer count | `0` |
| Hold Crit Class | `reg -> reg` |
| Std cell rows | `21` |
| R2r setup slk | `around 0.16 ns` |
| Startpoint types | `input pin` |
| Worst vdd ir | `204 uV` |
| Final hold viol count | `0` |
| Drt drc | `0` |
| Max Cap Viol | `0` |
| Synth flops | `9` |
| Total GRT Usage | `2.21%` |
| Clk_skew | `approximately 0.0022 ns` |
| Critical Path Fanout Max | `4` |
| Worst-margin pin slew | `between 0.2 and 0.3 ns` |
| FF-to-FF path depth | `3` |
| Via count | `~290` |
| CP endpoint kind | `flip-flop` |
| Final instance area | `533 um^2` |
| FP Util | `about 9%` |
| Diodes inserted | `0` |
| Port-buffer cells | `9` |
| WL final | `~730 um` |
| Resized cells post-CTS | `0` |
| Area leader, netlist | `dfxtp_1` |
| Worst Path Class, Setup | `in -> reg` |
| Synth Flop Type | `dfxtp_1` |
| Vias in the first global route | `241` |
| First-pass GRT wire length | `1.15 mm` |
| Avg Cell Area, Syn | `slightly below 10 um^2` |
| DRT antenna net count | `0` |
| EDFF count, synth | `0` |
| Vias per cell | `between 2 and 3` |
| CTS buffer count | `3` |
| GPL Wtd Cong | `0.744` |
| Outcome | `complete, no violations` |
| WHS Endpoint | `p_s[2]` |
| Arrival @ worst endpoint | `between 1 and 1.5 ns` |
| RSZ-0062 raised after global routing | `no` |
| Tool Warnings | `25` |
| Initial antenna violation count | `0` |
| DP Area | `499 um^2` |
| # IOs | `10` |
| DIE AREA | `between 0.006 and 0.007 mm^2` |
| Mapped cell area | `between 200 and 300 um^2` |
| Clk Tree Root Cell | `clkbuf_4` |
| Insertion Delay late pin | `between 0.2 and 0.25 ns` |
| Synthesized instance count | `31` |
| Distinct lib cells | `13` |
| Clock Path Buffers | `2` |
| R2r startpoint | `p_s[4]` |
| Final tally of max-slew violations | `0` |
| Top area cell types | `dfxtp_1, dlxtn_1, nor2b_1` |
| Top cells by count, synth | `dfxtp_1, dlxtn_1, nor2b_1` |
| Cells in synth_stat.txt | `31` |
| Setup ws final | `0.105 ns` |
| Final setup viols | `0` |
| Max Clock Freq | `between 900 and 1000 MHz` |
| CTS clk-pin slew, worst paths | `approximately 0.04 ns` |
| Total grt overflow | `0` |
| Die height | `80 um` |
| Register pins left without a clock | `4` |
| Yosys top cell by instances | `dfxtp_1` |
| WL/cell | `7.52 um` |
| Worst EP required | `between 1 and 1.5 ns` |
| CTS tree | `built` |
| Number of hold buffers added after cts | `0` |
| Hold path start | `p_s[0]` |
| Chip area in the Yosys report | `299 um^2` |
| FF-to-FF End | `p_s[0]` |
| Rel. slew slack | `between 80 and 90%` |
| Die width | `80 um` |
| Pre-CTS WS | `-0.173 ns` |
| Core Region | `approximately 0.0034 mm^2` |
| Dpl cells | `93` |
| Initial DRC count | `16` |
| Final min period | `between 1 and 1.5 ns` |
| Pleak | `0.191 nW` |
| Top cell area share | `33.5%` |
| Pre-antenna DRT Iters | `2` |
| Hold Path Cell Cnt | `1` |
| Post-synth ARST share | `0%` |
| Final Instance Count excl. Fillers | `between 90 and 100` |
| H-tree depth | `1` |
| Synth warn | `1` |
| Layout cells sized above 1 | `25.5%` |
| Area grow syn2layout | `78.2%` |
| Endpoints left unconstrained | `8` |
| Largest net degree at the start of global routing | `7` |
| PwrDens | `approximately 900 mW/mm^2` |
[placed cells by master, fill, tap and decap left out]
cell type        Yosys  final
clkdlybuf4s50_1      0      9
buf_4                0      7
dfxtp_1              5      5
nor2b_1              4      4
dlxtn_1              4      4
nand2_1              3      3
a21oi_1              3      3
o21ai_1              3      3
clkbuf_4             0      3
nor4b_1              2      2
nor3b_1              2      2
nor2_2               0      1
nor4bb_1             1      1
inv_1                1      1
a2111oi_2            0      1
nor4_2               1      1
clkbuf_1             0      1
[stage by stage]
step / setup TNS (ns) / hold slack (ns) / total power (W) / util, %
floorplan: 0 / 0.309 / 0.000229 / -
global placement: -0.337 / 0.468 / 0.000284 / 14.6
detailed placement: -0.432 / 0.468 / 0.000286 / 14.6
CTS: 0 / 0.475 / 0.000475 / 15.4
global route: 0 / 0.486 / 0.000514 / 15.6
finish: 0 / 0.474 / 0.000472 / 15.6
[cell type report]
type	instances	area [um^2]
Sequential cell	9	160
Timing Repair Buffer	16	143
Tap cell	46	57.6
Clock buffer	4	26.3
Multi-Input combinational cell	21	143
Inverter	1	3.75
Fill cell	392	2880
[metal layers]
layer,global-route usage (%),vias to the layer above,share of wire (%)
li1,-,152,-
met1,2.62,125,44
met2,3.37,8,46
met3,1.02,2,7.1
met4,0.880,0,2.6
met5,0,-,0
[critical path, cell delays in order]
cell	delay, ns
clkdlybuf4s50_1	0.42
buf_4	0.15
nor2_2	0.13
nand2_1	0.07
nor4b_1	0.22
[worst max path at each step]
stage         startpoint      to  slack (ns)
CTS                req_b  p_s[1]        0.07
global route       req_b  p_s[1]        0.02
finish             req_b  p_s[1]        0.11
[cell families after synthesis]
logic type	synth area share (%)
buffers and inverters	1.25
AOI/OAI and AO/OA	13.4
DFF	33.5
latches	20.1
and+or+nand+nor	31.8
[where the power goes]
group | total [W] | internal, W | leakage [nW] | switching (W)
Clock | 0.000186 | 0.000125 | 0.0150 | 0.0000606
Sequential | 0.000200 | 0.000190 | 0.0719 | 0.0000102
Combinational | 0.0000860 | 0.0000553 | 0.105 | 0.0000307
Total | 0.000472 | 0.000370 | 0.191 | 0.000102
[state kept, by name (all words and copies together), names as in the netlist]
| signal | count |
|---|---|
| gnt_a | 1 |
| gnt_d | 1 |
| p_s | 5 |
| gnt_b | 1 |
| gnt_c | 1 |
No activity file was given, so power comes from the tool's default toggle rates.
